File: flow/constraint.sdc
current_design recv_top

set clk_period 6.3
set clk_io_pct 0.2

create_clock -name clk0 -period $clk_period [get_ports {clk}]

set non_clock_inputs [all_inputs -no_clocks]
set_input_delay [expr $clk_period * $clk_io_pct] -clock clk0 $non_clock_inputs
set_output_delay [expr $clk_period * $clk_io_pct] -clock clk0 [all_outputs]
File: flow/run.sh
#!/bin/bash
# OpenROAD 26Q1-2900-gdf79404cd8, Yosys 0.63+post, stock flow scripts
make -C /OpenROAD-flow-scripts/flow DESIGN_CONFIG=/design/flow/config.mk WORK_HOME=/design/flow/orfs finish
File: flow/design.v
module recv_top #(
    parameter logic [47:0] DEST_MAC_ADDR = 48'h00_0a_95_9d_68_16
) (
    output logic [7:0] out,
    output logic vld,
    output logic rdy,
    input logic [7:0] data,
    input logic start,
    input logic clk,
    input logic rst
);
  localparam logic [15:0] PreambleLength = 16'h7;
  localparam logic [15:0] SFDLength = 16'h1;
  localparam logic [15:0] MACLength = 16'h6;
  localparam logic [15:0] PLLenLength = 16'h2;
  localparam logic [15:0] FCSLength = 16'h4;
  localparam logic [7:0] PreambleOctet = 8'b1010_1010;
  localparam logic [7:0] SFDOctet = 8'b1010_1011;
  typedef enum logic [3:0] {
    IDLE,
    PREAMBLE,
    SFD,
    MACDST,
    MACSRC,
    PLLEN,
    PL,
    FCS,
    SUCCESS,
    ERROR
  } state_t;
  logic [15:0] payload_length, state_counter;
  logic [7:0] data_q, data_q1, data_q2, data_q3, data_q4, data_q5, data_q6;
  logic [7:0] lrc;
  logic [3:0] state, next_state, last_state;
  always_ff @(posedge clk) begin : stateCounter
    if (rst || state != next_state) begin
      state_counter <= 16'h0;
    end else begin
      state_counter <= state_counter + 16'h1;
    end
  end
  always_ff @(posedge clk) begin : stateRegister
    if (rst) begin
      last_state <= IDLE;
      state <= IDLE;
    end else begin
      last_state <= state;
      state <= next_state;
    end
  end
  always_comb begin : nextStateLogic
    case (state)
      IDLE: begin
        if (start) begin
          next_state = PREAMBLE;
        end else begin
          next_state = state;
        end
      end
      PREAMBLE: begin
        if (data_q != PreambleOctet) begin
          next_state = ERROR;
        end else if (state_counter >= PreambleLength - 16'h1) begin
          next_state = SFD;
        end else begin
          next_state = state;
        end
      end
      SFD: begin
        if (data_q != SFDOctet) begin
          next_state = ERROR;
        end else if (state_counter >= SFDLength - 16'h1) begin
          next_state = MACDST;
        end else begin
          next_state = state;
        end
      end
      MACDST: begin
        if (data_q != DEST_MAC_ADDR[(5-state_counter)*8+:8]) begin
          next_state = IDLE;
        end else if (state_counter >= MACLength - 16'h1) begin
          next_state = MACSRC;
        end else begin
          next_state = state;
        end
      end
      MACSRC: begin
        if (state_counter >= MACLength - 16'h1) begin
          next_state = PLLEN;
        end else begin
          next_state = state;
        end
      end
      PLLEN: begin
        if (state_counter >= PLLenLength - 16'h1) begin
          next_state = PL;
        end else begin
          next_state = state;
        end
      end
      PL: begin
        if (state_counter >= payload_length - 16'h1) begin
          next_state = FCS;
        end else begin
          next_state = state;
        end
      end
      FCS: begin
        if (data_q != (lrc ^ 8'hFF) + 1) begin
          next_state = ERROR;
        end else if (state_counter >= FCSLength - 16'h1) begin
          next_state = SUCCESS;
        end else begin
          next_state = state;
        end
      end
      SUCCESS: next_state = IDLE;
      ERROR:   next_state = IDLE;
      default: next_state = IDLE;
    endcase
  end
  always_comb begin : outputLogic
    case (state)
      IDLE: begin
        out = 8'h0;
        vld = 1'b0;
        rdy = 1'b1;
      end
      PREAMBLE, SFD, MACDST, MACSRC: begin
        out = 8'h0;
        vld = 1'b0;
        rdy = 1'b0;
      end
      PLLEN: begin
        out = data_q6;
        vld = 1'b1;
        rdy = 1'b0;
      end
      PL: begin
        out = (state_counter >= 4) ? data_q4 : data_q6;
        vld = 1'b1;
        rdy = 1'b0;
      end
      FCS: begin
        out = data_q4;
        vld = 1'b1;
        rdy = 1'b0;
      end
      SUCCESS: begin
        out = 8'h0;
        vld = 1'b1;
        rdy = 1'b0;
      end
      ERROR: begin
        out = {4'hF, last_state};
        vld = 1'b1;
        rdy = 1'b0;
      end
      default: begin
        out = 8'h0;
        vld = 1'b0;
        rdy = 1'b0;
      end
    endcase
  end
  always_ff @(posedge clk) begin : delayLogic
    if (!rst && (state == MACSRC || state == PLLEN || state == PL || state == FCS)) begin
      data_q  <= data;
      data_q1 <= data_q;
      data_q2 <= data_q1;
      data_q3 <= data_q2;
      data_q4 <= data_q3;
      data_q5 <= data_q4;
      data_q6 <= data_q5;
    end else if (!rst) begin
      data_q  <= data;
      data_q1 <= 8'h0;
      data_q2 <= 8'h0;
      data_q3 <= 8'h0;
      data_q4 <= 8'h0;
      data_q5 <= 8'h0;
      data_q6 <= 8'h0;
    end else begin
      data_q  <= 8'h0;
      data_q1 <= 8'h0;
      data_q2 <= 8'h0;
      data_q3 <= 8'h0;
      data_q4 <= 8'h0;
      data_q5 <= 8'h0;
      data_q6 <= 8'h0;
    end
  end
  always_ff @(posedge clk) begin : payloadLengthLogic
    if (!rst && (state == PLLEN)) begin
      payload_length[(1-state_counter)*8+:8] <= data_q;
    end else if (!rst && (state == PL)) begin
      payload_length <= payload_length;
    end else begin
      payload_length <= 16'h0;
    end
  end
  always_ff @(posedge clk) begin : lrcLogic
    if (!rst && (state == MACDST || state == MACSRC || state == PLLEN || state == PL)) begin
      lrc <= lrc + data_q;
    end else if (!rst && state == FCS) begin
      lrc <= lrc;
    end else begin
      lrc <= 8'h0;
    end
  end
endmodule
File: flow/config.mk
export PLATFORM = sky130hd
export DESIGN_NAME = recv_top
export DESIGN_NICKNAME = recv_top
export VERILOG_FILES = /design/flow/design.v
export SDC_FILE = /design/flow/constraint.sdc
export NUM_CORES = 4
export LEC_CHECK = 1
export CORE_UTILIZATION = 50
==> GITHUB_STEP_SUMMARY <==
### Flow metrics

| Metric | Value |
|---|---|
| Critical-path cell list | or4_1, or3_1, or2_1, nor4_2, a21oi_1, nor2_2, a221o_1, clkdlybuf4s50_1 |
| Bufs on Longest Clock Path | 2 |
| Port bufs | 20 |
| Total Power | 1.269 mW |
| Yosys cell count | 577 |
| Reg area | 2322 um2 |
| Yosys reg bits | 104 |
| Fp_density | 51.29% |
| Critical Path Max Stage Delay | 0.56 ns |
| Cts repair resizes | 0 |
| Dpl cell area | 5807 um2 |
| Vias in the first global route | 3516 |
| Clock tree from TritonCTS | yes |
| Synth Warn # | 1 |
| # diodes | 0 |
| Synth async-reset ratio | 0% |
| Util after Layout | 55.49% |
| Core area | 10840 um2 |
| # clock sinks | 104 |
| CP Class | flop to output port |
| Peak Freq | 0.2042 GHz |
| Top Registers | payload_length (16), state_counter (16) |
| VDD IR max | 0.0001774 V |
| Top Layout Cells | dfxtp_1, nor2_1, and2_1 |
| Design area | 6016 um2 |
| Clock power share | 34.8% |
| Largest net degree at the start of global routing | 47 |
| Hold_buf cts | 0 |
| Sequential Power Share | 55.6% |
| Top cell type by total area after synthesis | dfxtp_1 |
| Worst r2r src | payload_length[4] |
| Worst-Skew Late Latency | 0.38 ns |
| Antenna-violating nets left | 0 |
| Setup Buffers After CTS | 0 |
| Via density | 5.424 |
| H-tree depth | 3 |
| Cell Int Power | 0.9369 mW |
| LEAKAGE | 2.560 nW |
| Final hold vios | 0 |
| Max cap viols | 0 |
| R2R Path End | state_counter[15] |
| CTS root buffer | clkbuf_8 |
| Sw Ratio | 26.17% |
| I/O pins | 21 |
| P&R area growth vs syn | 8.191% |
| Final Max Tran Viols | 0 |
| R2R Setup Slk | 2.46 ns |
| Crit path from | state_counter[4] |
| Log Warnings | 30 |
| RSZ-0062 raised after global routing | no |
| Max-area cell share | 28.80% |
| Vias | 3965 |
| Final WS setup | 1.403 ns |
| Most used flip-flop cell | dfxtp_1 |
| Post-Syn Area per Cell | 9.637 um2 |
| Crit-path slowest cell | or4_1 |
| Crit path to | out[4] |
| Num CTS Buffers | 9 |
| Minimum clock period | 4.897 ns |
| Total gr overflow | 0 |
| Share of layout cells above drive strength 1 | 7.445% |
| Layout Cells excl Fill | 731 |
| Chip height | 107.5 um |
| Run status | finished clean |
| Worst Tran Pin Value | 0.7108 ns |
| Routed len/inst | 15.49 um |
| Die area | 11550 um2 |
| Final setup viols | 0 |
| Switch Pwr | 0.3321 mW |
| Post-route DRC | 0 |
| Count of TritonRoute iterations in the first routing pass | 4 |
| Power per cell area | 210.9 nW/um2 |
| Gate Count Post-Synth | 577 |
| Unique cell types | 66 |
| Clock-pin transition on the worst setup and hold timing paths | 0.11 ns |
| Placement Setup Slack | 1.787 ns |
| Combinational Area | 3038 um2 |
| Initial drt markers | 241 |
| Commonest Layout Cell | dfxtp_1 |
| Logic pwr share | 9.6% |
| Crit-path max FO | 16 |
| First-pass GRT wire length | 18.44 mm |
| Yosys Chip Area | 5560 um2 |
| Synthesized area | 5560 um2 |
| Initial antenna violation count | 0 |
| Gp weighted congestion | 0.8753 |
| Fillcell total | 966 |
| Worst hold slack | 0.4232 ns |
| Crit path DRT | 5.04 ns |
| Period Utilization, post-route | 77.73% |
| Reg2reg path depth | 15 |
| Synth Seq Share | 41.76% |
| Final Routed Wirelength | 11.32 mm |
| Setup TNS | 0 ns |
| Biggest area cells | dfxtp_1, edfxtp_1, ha_1 |
| Crit path arrival time | 3.64 ns |
| # rows | 38 |
| Number of synthesized flops with an enable pin | 24 |
| Critical Path Source Type | flop |
| Total Routing Usage GR | 21.16% |
| CP endpoint kind | output port |
| Worst rel slew slack | 52.55% |
| Die Wd | 107.5 um |
| Post-DP HPWL | 7.948 mm |
| Clock Skews | 0.01503 ns |
| Worst min path class | flop to flop |
| DP Cell Count | 715 |
how the worst min path moves through the flow:
stage,startpoint,endpoint,slack (ns),cells past startpoint
4_1_cts,data_q2[0],data_q3[0],0.43,1
5_1_grt,data_q5[1],data_q6[1],0.44,1
6_report,data_q2[0],data_q3[0],0.42,1
cell usage after synthesis, drive strengths merged (3+ instances only):
library cell,n
nor2,69
buf,4
and3,5
a21o,7
a221o,4
or2,4
xnor2,24
o21ai,13
inv,15
or4,4
mux2i,19
xor2,27
a21oi,16
nand3,13
nor4,12
dfxtp,80
or3,6
nand2b,6
a31oi,3
and2,48
nor2b,18
o211ai,5
nor3,20
clkbuf,20
nand2,26
nor3b,4
a211oi,5
nand4,6
nor4b,3
edfxtp,24
ha,32
a22o,4
power by group through the flow:
stage | clock network, mW | registers (mW) | logic (mW)
CTS | 0.457 | 0.705 | 0.121
global route | 0.484 | 0.707 | 0.133
finish | 0.442 | 0.705 | 0.122
worst max-delay path, delay by kind of cell, from the launching register on:
family | cells | cell delay, ns
buf+inv | 1 | 0.45
simple gates | 5 | 2.00
flops | 1 | 0.47
compound gates | 2 | 0.34
layout make-up:
class,instances,share of cell area (%)
clock inverters,6,1.352
clock buffers,10,2.121
inverters,15,0.9359
multi-input cells,434,50.50
flip-flops and latches,104,38.60
well taps,140,2.912
repair buffers,22,3.577
cells by family after synthesis:
logic type / Yosys count / synth area share, %
multiplexers: 19 / 3.420
buffers and inverters: 39 / 3.645
AND-OR/OR-AND: 77 / 9.991
XOR/XNOR: 51 / 8.033
AND/OR/NAND/NOR: 254 / 25.59
flip-flops: 104 / 41.76
adder cells (fa/ha/maj): 33 / 7.561
layer usage:
metal  wire [um]  GRT usage [%]  vias to the layer above
met5           0              0                        -
met4         102          1.761                        0
met3         491          3.580                       12
met2        4919          30.78                       74
met1        5810          35.76                     1838
li1            -              -                     2041
No activity file was given, so power comes from the tool's default toggle rates.
